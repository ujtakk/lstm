## /design/flow/run.sh

```bash
#!/bin/bash
# OpenROAD 26Q1-2900-gdf79404cd8, Yosys 0.63+post, stock flow scripts
make -C /OpenROAD-flow-scripts/flow DESIGN_CONFIG=/design/flow/config.mk WORK_HOME=/design/flow/orfs finish
```

## /design/flow/config.mk

```make
export PLATFORM = sky130hd
export DESIGN_NAME = full
export DESIGN_NICKNAME = full
export VERILOG_FILES = /design/flow/design.v
export SDC_FILE = /design/flow/constraint.sdc
export NUM_CORES = 4
export LEC_CHECK = 1
export CORE_UTILIZATION = 40
```

## /design/flow/constraint.sdc

```tcl
current_design full

set clk_period 9.6
set clk_io_pct 0.2

create_clock -name clk0 -period $clk_period [get_ports {clk}]

set non_clock_inputs [all_inputs -no_clocks]
set_input_delay [expr $clk_period * $clk_io_pct] -clock clk0 $non_clock_inputs
set_output_delay [expr $clk_period * $clk_io_pct] -clock clk0 [all_outputs]
```

## /design/flow/design.v

```verilog
`default_nettype wire
`timescale 1 ns / 1 ps
parameter STEP    = 10;
parameter DWIDTH  = 16;
parameter LWIDTH  = 16;
parameter WAVSIZE = 16;
parameter CORE    = 4;
parameter CORELOG = 2;
parameter NETSIZE = 10;
module full
  ( input                       clk
  , input                       xrst
  , input                       out_en
  , input                       accum_we
  , input                       reset
  , input  signed [DWIDTH-1:0]  x
  , input  signed [DWIDTH-1:0]  w
  , output signed [DWIDTH-1:0]  y
  );
  wire signed [2*DWIDTH-1:0] pro;
  wire signed [DWIDTH-1:0]   pro_short;
  reg signed [DWIDTH-1:0] x$;
  reg signed [DWIDTH-1:0] w$;
  reg signed [DWIDTH-1:0] y$;
  reg signed [DWIDTH-1:0] accum$;
  reg signed [2*DWIDTH-1:0] pro$;
  reg signed [DWIDTH-1:0] pro_short$;
  assign pro = x$ * w$;
  assign pro_short = round(pro$);
  assign y = y$;
  always @(posedge clk)
    if (!xrst)
      x$ <= 0;
    else
      x$ <= x;
  always @(posedge clk)
    if (!xrst)
      w$ <= 0;
    else
      w$ <= w;
  always @(posedge clk)
    if (!xrst)
      y$ <= 0;
    else if (out_en)
      y$ <= accum$;
  always @(posedge clk)
    if (!xrst)
      accum$ <= 0;
    else if (reset)
      accum$ <= 0;
    else if (accum_we)
      accum$ <= accum$ + pro_short$;
  always @(posedge clk)
    if (!xrst)
      pro$ <= 0;
    else
      pro$ <= pro;
  always @(posedge clk)
    if (!xrst)
      pro_short$ <= 0;
    else
      pro_short$ <= pro_short;
  function signed [DWIDTH-1:0] round;
    input signed [2*DWIDTH-1:0] data;
    if (data[2*DWIDTH-DWIDTH/2-2] == 1 && data[DWIDTH/2-1:0] == 0)
      round = $signed({
                data[2*DWIDTH-DWIDTH/2-2],
                data[2*DWIDTH-DWIDTH/2-2:DWIDTH/2] - 1'b1
              });
    else
      round = $signed({
                data[2*DWIDTH-DWIDTH/2-2],
                data[2*DWIDTH-DWIDTH/2-2:DWIDTH/2]
              });
  endfunction
endmodule
```

==> results.py <==
# Synthesis and PnR figures
metrics = {
    "worst_setup_path": {
        "critPathRequiredTime_ns": 9.85,
        "timing.critical_path.from_type": "flop",
        "rrSetupSlack_ns": 3.75,
        "timing.rr.end": "pro$[22]",
        "data_arrival_time_of_the_worst_path_ns": 6.10,
        "worst_r2r_path_depth": 19,
        "critical_path_peak_fanout": 16,
        "crit_type": "flop to flop",
        "reg2reg_from": "w$[7]",
        "setup.worst_path.end_class": "flop",
    },
    "yosys": {
        "yosys.area.top_type": "sky130_fd_sc_hd__fa_1",
        "synth_async_sr_flop_share_pct": 0,
        "ys_area_sq_mm": 0.0113,
        "top_cells_by_area": "sky130_fd_sc_hd__fa_1 31%, sky130_fd_sc_hd__dfxtp_1 18%, sky130_fd_sc_hd__and2_1 9.9%",
        "syn-mean-instance-area_sq_um": 9.25,
        "synth-edff-count": 0,
        "top_area_share_pct": 31.2,
        "proportion_of_synthesized_chip_area_in_sequential_cells_pct": 18.3,
        "yosys_most_used_dff": "sky130_fd_sc_hd__dfxtp_1",
        "syn-instance-count": 1220,
        "synthesis.yosys.warnings": 1,
        "netlist_area_sq_mm": 0.0113,
        "netlist-cell-type-count": 57,
        "yosys-stat-cells": 1220,
        "numSynthFlops": 103,
    },
    "final_layout": {
        "multiInputGateArea_sq_mm": 0.00818,
        "area.sequential_sq_mm": 0.00206,
        "final.fill_count": 2643,
        "drive_above_1_share_pct": 2.96,
        "fin_area_sq_mm": 0.0124,
        "synthToLayoutAreaGrowth_pct": 10.2,
    },
    "global_route": {
        "maximum_number_of_pins_on_one_net_before_global_route_repair": 88,
        "grt_first_pass_wirelength_um": 37600,
        "leftover_overflow_at_the_end_of_global_routing": 0,
        "antenna_found_initial": 0,
        "grt_usage_pct": 17.1,
        "first_global_vias": 7804,
    },
    "sta": {
        "period_used_pct": 61.0,
        "post-route-min-period_ns": 5.85,
        "worst_slew_margin_rel_pct": 52.1,
        "max_slew.worst_pin.slew_ns": 0.717,
        "timing.final.setup_violations": 0,
        "timing_hold_violations_final": 0,
        "worst_clock_skew_ns": 0.0147,
        "fmaxAchievable_mhz": 171,
        "rsz0062_at_grt": "false",
        "final_max_slew_viol_count": 0,
        "timing.setup.tns_ns": 0,
    },
    "clock_network": {
        "cts_sinks": 103,
        "cts.reportedPaths.clkPinSlew_ns": 0.08,
        "cts_buffer_depth": 2,
        "cts_resized": 0,
        "numCtsBuffers": 9,
        "htree_num_levels": 3,
        "cts_hold_buffers": 0,
        "clock_tree_from_tritoncts": "built",
        "cts.root.buffer_cell": "sky130_fd_sc_hd__clkbuf_16",
        "post-cts-setup-buffer-count": 0,
        "clock_insertion_delay_worst_skew_ns": 0.36,
    },
    "hold_path": {
        "worstHoldPathType": "flop to flop",
        "hold_depth": 2,
        "worstHoldEndpoint": "accum$[15]",
        "worstHoldStart": "accum$[15]",
    },
    "floorplanning": {
        "design.portCount": 53,
        "floorplan.die.width_um": 170,
        "die_area_sq_mm": 0.0289,
        "floorplan.core_util_pct": 40.6,
        "core_region_area_sq_mm": 0.0278,
        "fp-row-count": 61,
        "fp.dieH_um": 170,
    },
    "drt": {
        "drt_pass1_iterations": 4,
        "routed_via_density": 4.55,
        "post-route-drc-count": 0,
        "routed_wl_um": 21600,
        "detail-route-antenna-nets": 0,
        "drtIter0Drc": 270,
        "dr_vias": 7420,
        "wl_per_cell_um": 13.3,
        "insertedDiodeCount": 0,
    },
    "outcome": {
        "outcome": "completed",
    },
    "power_and_ir_drop": {
        "vdd.ir_drop.worst_v": 0.0000857,
        "power.leakage_nw": 5.83,
        "powerDensity_mw_per_mm2": 135,
    },
    "place": {
        "place_area_sq_mm": 0.0121,
        "numPortBuffers": 52,
        "detailedPlacementHpwl_um": 17000,
        "gp_routability_congestion": 0.866,
    },
    "run": {
        "openroad.warnings": 25,
        "cap_viol_max_count": 0,
    },
}
report_power, final:
group          internal (mW)  switching, mW  leakage (nW)
logic                  0.360          0.401          4.84
registers              0.485         0.0671         0.847
clock network          0.182          0.177         0.142
metrics by stage:
stage | total power [mW] | util, % | instances | hold slack (ns) | setup WS, ns
floorplan | 1.15 | - | 1220 | 0.453 | 4.12
global placement | 1.33 | 43.7 | 1613 | 0.482 | 3.73
detailed placement | 1.33 | 43.7 | 1613 | 0.489 | 3.70
CTS | 1.70 | 44.8 | 1629 | 0.502 | 3.71
global route | 1.84 | 44.8 | 1629 | 0.544 | 3.44
finish | 1.67 | 44.8 | 1629 | 0.499 | 3.75
worst max-delay path by stage:
stage,startpoint,to,slack [ns],cells past startpoint
CTS,w$[7],pro$[22],3.71,19
finish,w$[7],pro$[22],3.75,19
global route,w$[7],pro$[22],3.44,19
flip-flops by register name, summed over array words and instances, names as in the netlist:
register and count:
pro$ 23, pro_short$ 16, y$ 16, w$ 16, x$ 16, accum$ 16
final cells by class:
class / count / area share [%]
inverter: 235 / 7.09
tap: 378 / 3.80
sequential: 103 / 16.6
timing repair buffer: 56 / 4.39
clock inverter: 7 / 0.523
clock buffer: 9 / 1.81
multi-input combinational: 841 / 65.8
worst max-delay path, cell delays in order (launching register included):
cell                      delay (ns)
sky130_fd_sc_hd__dfxtp_1        0.78
sky130_fd_sc_hd__nand2_1        0.17
sky130_fd_sc_hd__fa_1           0.57
sky130_fd_sc_hd__inv_1          0.05
sky130_fd_sc_hd__fa_1           0.49
sky130_fd_sc_hd__inv_1          0.05
sky130_fd_sc_hd__fa_1           0.52
sky130_fd_sc_hd__inv_1          0.05
sky130_fd_sc_hd__fa_1           0.44
sky130_fd_sc_hd__fa_1           0.49
sky130_fd_sc_hd__inv_1          0.05
sky130_fd_sc_hd__fa_1           0.47
sky130_fd_sc_hd__inv_1          0.04
sky130_fd_sc_hd__ha_1           0.32
sky130_fd_sc_hd__nand2_1        0.10
sky130_fd_sc_hd__or4b_4         0.55
sky130_fd_sc_hd__nand4_2        0.14
sky130_fd_sc_hd__nand4_1        0.12
sky130_fd_sc_hd__and3_1         0.18
sky130_fd_sc_hd__o21a_1         0.16
synth_stat cells, types with 7 or more instances:
cell type and n:
sky130_fd_sc_hd__a21oi_1 24, sky130_fd_sc_hd__mux2i_1 27, sky130_fd_sc_hd__nor3_1 11, sky130_fd_sc_hd__ha_1 88, sky130_fd_sc_hd__clkbuf_1 39, sky130_fd_sc_hd__nand3_1 8, sky130_fd_sc_hd__fa_1 176, sky130_fd_sc_hd__nor2b_1 17
sky130_fd_sc_hd__xor2_1 14, sky130_fd_sc_hd__nand2b_1 7, sky130_fd_sc_hd__xnor2_1 44, sky130_fd_sc_hd__nor2_1 39, sky130_fd_sc_hd__and2_1 179, sky130_fd_sc_hd__o21ai_0 14, sky130_fd_sc_hd__inv_1 235, sky130_fd_sc_hd__nand2_1 115
sky130_fd_sc_hd__dfxtp_1 103
layout by cell type, fill, tap and decap left out, types with 5 or more instances in the layout:
cell,count
sky130_fd_sc_hd__clkdlybuf4s50_1,51
sky130_fd_sc_hd__nor2_1,39
sky130_fd_sc_hd__nor3_1,11
sky130_fd_sc_hd__a21oi_1,24
sky130_fd_sc_hd__and2_1,179
sky130_fd_sc_hd__fa_1,176
sky130_fd_sc_hd__and3_1,6
sky130_fd_sc_hd__clkbuf_16,9
sky130_fd_sc_hd__xnor2_1,44
sky130_fd_sc_hd__inv_1,235
sky130_fd_sc_hd__nand2_1,115
sky130_fd_sc_hd__ha_1,88
sky130_fd_sc_hd__o21a_1,6
sky130_fd_sc_hd__nand3_1,8
sky130_fd_sc_hd__dfxtp_1,103
sky130_fd_sc_hd__a21o_1,6
sky130_fd_sc_hd__mux2i_1,27
sky130_fd_sc_hd__nand2b_1,7
sky130_fd_sc_hd__a211oi_1,5
sky130_fd_sc_hd__xor2_1,14
sky130_fd_sc_hd__nor2b_1,17
sky130_fd_sc_hd__o21ai_0,14
layer usage:
metal  part of all wire, %  track usage, %  up-vias
li1                      -               -     3756
met2                    46            27.6      158
met1                    46            24.5     3487
met5                     0               0        -
met4                   1.2            1.84        0
met3                   6.9            4.95       19
cells by family (layout without fill, tap and decap cells):
family | count (synthesis) | after routing | synth area share [%]
DFF | 103 | 103 | 18.3
adders and majority gates | 264 | 264 | 41.0
muxes | 28 | 28 | 2.50
xor gates and xnor gates | 58 | 58 | 4.50
and+or+nand+nor | 411 | 411 | 19.9
buffers and inverters | 276 | 307 | 9.22
AOI/OAI and AO/OA | 80 | 80 | 4.64
Power figures rest on the tool's default switching activity, not on a simulated workload.
