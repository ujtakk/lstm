$ cat /design/flow/config.mk
export PLATFORM = sky130hd
export DESIGN_NAME = mem_sp
export DESIGN_NICKNAME = mem_sp
export VERILOG_FILES = /design/flow/design.v
export SDC_FILE = /design/flow/constraint.sdc
export NUM_CORES = 4
export LEC_CHECK = 1
export CORE_UTILIZATION = 50
$ cat /design/flow/constraint.sdc
current_design mem_sp

set clk_period 87.6
set clk_io_pct 0.2

create_clock -name clk0 -period $clk_period [get_ports {clk}]

set non_clock_inputs [all_inputs -no_clocks]
set_input_delay [expr $clk_period * $clk_io_pct] -clock clk0 $non_clock_inputs
set_output_delay [expr $clk_period * $clk_io_pct] -clock clk0 [all_outputs]
$ cat /design/flow/design.v
module mem_sp
 #( parameter DWIDTH  = 16
  , parameter MEMSIZE = 8
  )
  ( input                       clk
  , input                       mem_we
  , input         [MEMSIZE-1:0] mem_addr
  , input  signed [DWIDTH-1:0]  mem_wdata
  , output signed [DWIDTH-1:0]  mem_rdata
  );
  localparam WORDS = 2 ** MEMSIZE;
  reg signed [DWIDTH-1:0] mem [WORDS-1:0];
  reg [MEMSIZE-1:0]       addr$;
  assign mem_rdata = mem[addr$];
  always @(posedge clk) begin
    if (mem_we)
      mem[mem_addr] <= mem_wdata;
    addr$ <= mem_addr;
  end
  initial
    for (int i = 0; i < WORDS; i++)
      mem[i] = 0;
endmodule
$ cat /design/flow/run.sh
#!/bin/bash
# OpenROAD 26Q1-2900-gdf79404cd8, Yosys 0.63+post, stock flow scripts
make -C /OpenROAD-flow-scripts/flow DESIGN_CONFIG=/design/flow/config.mk WORK_HOME=/design/flow/orfs finish
==> out/results.ini <==
[worst_setup_path]
critPathLaunchType = register
crit_slowest_cell = nor4_1
crit_path_frequent_cell = buf_4
worstPathCellList = buf_4 > buf_4 > buf_4 > buf_4 > buf_4 > mux2i_1 > o22ai_1 > mux2i_1 > a22oi_1 > nand4_1 > nor4_1 > clkdlybuf4s50_1
worst-setup-path-type = reg2out
cp_max_fo = 36
crit_required_ns = 70.08
cp.arrival_ns = 7.51
critPathMaxStageDelay_ns = 0.98
setup.worst_path.end_class = output pin

[sta]
worst_slew_pin_slew_ns = 1.24
setup_tns_ns = 0
final.period_utilization_pct = 28.6
setup_viol = 0
whs_ns = 16.95
final.setup.worst_slack_ns = 62.57
min_period_ns = 25.03
rsz0062_at_grt = no
max_slew_margin_pct = 16.3
finalHoldViolCount = 0
fmaxAchievable_mhz = 40.0
finalMaxSlewViolations = 0

[die]
dieArea_sq_um = 319000
fp-utilization_pct = 50.3
ios = 42
die_width_microns = 565
rows = 206
core_sq_um = 315000
dieHeight_microns = 565

[clock_tree]
ctsResizeCount = 0
path_clk_slew_ns = 0.06
hold_buffers = 0
htreeDepth = 5
clockRootBuffer = clkbuf_16
clock_sinks = 4104
cts_tree = built
clock_path_buffers = 4
post_cts_buffers = 0
cts_made_buffers = 417

[logic_synthesis]
syn_area_per_cell_sq_um = 21.6
ys_types = 52
synth_stat.cells = 7352
netlist_area_sq_um = 159000
synthCells = 7352
ff_type = edfxtp_1
ys_warn_count = 1
synth_chip_area_sq_um = 159000
synth_flops = 4104
synthDominantCellAreaShare_pct = 77.6
top_area_cell = edfxtp_1
top_cells_by_area = edfxtp_1 (78%), mux4_2 (11%), mux2i_1 (3.6%)
edf_count = 4096
async_reset_ff_share_pct = 0
postSynthSeqShare_pct = 77.7

[status]
outcome = finished, final reports clean

[final_layout]
largest_register_ffs = 4096
largest_register = mem
num-fill-cells = 22400
layout_top_cell = edfxtp_1
final_cell_mix = edfxtp_1 (4096), mux4_2 (797), mux2i_1 (565), buf_4 (495), clkbuf_16 (420)
drive_above_1_share_pct = 25.7
area_delta_synth_final_pct = 13.1
reg_top3 = mem (4096)

[power_and_ir_drop]
leakagePower_uw = 0.0569
p_per_area_nw_per_um2 = 22.9
irDropWorstVdd_uv = 16.7

[place]
routabilityCongestion = 0.909
place_hpwl_mm = 245
pre_cts_ws_ns = 63.35
port-buffer-count = 41

[drt]
top_layer_used = met5
route.vias.total = 77300
dr_wl_met3_mm = 80.3
route.detailed.drc = 0
wl_mm = 417
ant_nets = 0
viasPerCell = 6.25
wire_per_inst_microns = 33.7
drt_iter0_drc = 5206
drt-met1-wl_mm = 129
wl_met2_mm = 192
dr.pass1.iters = 5

[global_routing]
grt_pass1_wl_mm = 596
grt_max_degree = 131
grt_pass1_vias = 83200
grt_overflow_total = 0
antenna_found_initial = 18
track_usage_pct = 30.1

[run]
warnings = 29
max_cap_viol_count = 0

[worst_hold_path]
min_path_type = in2reg

per-stage QoR:
step | util [%] | total power (uW) | cell area, sq um | instances
global placement | 52.6 | 2410 | 166000 | 11600
global route | 56.9 | 4220 | 179000 | 12400
detailed placement | 52.6 | 2410 | 166000 | 11600
CTS | 56.9 | 4140 | 179000 | 12400
floorplan | - | 2310 | 159000 | 7352
finish | 56.9 | 4110 | 179000 | 12400
where the power goes:
| group | switching [uW] | internal, uW | leakage [uW] |
|---|---|---|---|
| Combinational | 132 | 68.3 | 0.0135 |
| Clock | 740 | 1000 | 0.00655 |
| Sequential | 2.46 | 2160 | 0.0369 |
| Total | 874 | 3230 | 0.0569 |
cells by family (layout without fill, tap and decap cells):
family / count (synthesis) / in the layout / synth area share [%]
flops: 4104 / 4104 / 77.7
mux: 1450 / 1450 / 15.5
compound gates: 786 / 786 / 3.54
simple gates: 556 / 556 / 1.58
buf+inv: 456 / 1303 / 1.70
other cells: 0 / 11 / 0
layer usage:
metal	GRT usage [%]	vias to the layer above
met3	24.8	686
met5	1.07	-
met4	8.42	27
li1	-	32300
met1	38.3	39000
met2	41.5	5174
cell usage after synthesis (all sizes together) (8+ instances only):
master	number
dfxtp	8
o221ai	253
nand4	26
a22o	32
mux2i	565
mux2	88
buf	222
nor2b	9
nor4	18
o32ai	21
a221oi	28
clkbuf	230
nor3	92
a211oi	18
and3	11
a21oi	175
o31ai	16
mux4	797
o21ai	38
nor2	304
o22ai	148
nand2	38
a22oi	43
nand3	35
edfxtp	4096
path summary, 6_finish.rpt:
check / from / to / depth (start not counted)
min: mem_wdata[8] / mem[65][8] / 1
max: register / mem_rdata[15] / 12
area by class of cell:
cell class | instances | area [sq um] | area share [%]
multi-input cells | 2792 | 33100 | 18.4
clock inverters | 251 | 2620 | 1.46
diodes | 11 | 27.5 | 0.0153
flip-flops and latches | 4104 | 123000 | 68.7
repair buffers | 545 | 4390 | 2.45
clock buffers | 503 | 10800 | 6.03
inverters | 4 | 27.5 | 0.0153
well taps | 4160 | 5200 | 2.90
critical path, delay by kind of cell, from the launching register on:
| family | cells | cell delay, ns |
|---|---|---|
| buffers and inverters | 6 | 3.68 |
| AND/OR/NAND/NOR | 2 | 1.13 |
| flip-flops | 1 | 0.78 |
| AND-OR/OR-AND | 2 | 0.57 |
| multiplexers | 2 | 0.25 |
Power figures rest on the tool's default switching activity, not on a simulated workload.
