### config.mk
export PLATFORM = sky130hd
export DESIGN_NAME = mem_dp
export DESIGN_NICKNAME = mem_dp
export VERILOG_FILES = /design/flow/design.v
export SDC_FILE = /design/flow/constraint.sdc
export NUM_CORES = 4
export LEC_CHECK = 1
export CORE_UTILIZATION = 50
### run.sh
#!/bin/bash
# OpenROAD 26Q1-2900-gdf79404cd8, Yosys 0.63+post, stock flow scripts
make -C /OpenROAD-flow-scripts/flow DESIGN_CONFIG=/design/flow/config.mk WORK_HOME=/design/flow/orfs finish
### design.v
module mem_dp
 #( parameter DWIDTH  = 16
  , parameter MEMSIZE = 8
  )
  ( input                       clk
  , input                       mem_we1
  , input                       mem_we2
  , input         [MEMSIZE-1:0] mem_addr1
  , input         [MEMSIZE-1:0] mem_addr2
  , input  signed [DWIDTH-1:0]  mem_wdata1
  , input  signed [DWIDTH-1:0]  mem_wdata2
  , output signed [DWIDTH-1:0]  mem_rdata1
  , output signed [DWIDTH-1:0]  mem_rdata2
  );
  localparam WORDS = 2 ** MEMSIZE;
  reg signed [DWIDTH-1:0]   mem [WORDS-1:0];
  reg        [MEMSIZE-1:0]  addr1$;
  reg        [MEMSIZE-1:0]  addr2$;
  assign mem_rdata1 = mem[addr1$];
  assign mem_rdata2 = mem[addr2$];
  always @(posedge clk) begin
    if (mem_we1)
      mem[mem_addr1] <= mem_wdata1;
    addr1$ <= mem_addr1;
  end
  always @(posedge clk) begin
    addr2$ <= mem_addr2;
  end
  initial
    for (int i = 0; i < WORDS; i++)
      mem[i] = 0;
endmodule
### constraint.sdc
current_design mem_dp

set clk_period 111.9
set clk_io_pct 0.2

create_clock -name clk0 -period $clk_period [get_ports {clk}]

set non_clock_inputs [all_inputs -no_clocks]
set_input_delay [expr $clk_period * $clk_io_pct] -clock clk0 $non_clock_inputs
set_output_delay [expr $clk_period * $clk_io_pct] -clock clk0 [all_outputs]
==> run notes <==
The run gives 10119 as the post-synthesis cell count. Root buffer cell: sky130_fd_sc_hd__clkbuf_16. Hold timing on the final database bottoms out at a slack of 21750 ps.

For the aggregate routed wire length, the log shows 642000 um. The tools report the final design utilization as 56.4%. For the remaining routing DRC violations, the log shows 0.

Critical path class: flop to primary output. Yosys attributes the largest share of cell area to sky130_fd_sc_hd__edfxtp_1 64%, sky130_fd_sc_hd__mux4_2 20%, sky130_fd_sc_hd__mux2i_1 5.3%. Summing every instance area after synthesis gives 191000 um^2. The register with the most flip-flops in the layout has 4096 of them.

The post-layout worst setup margin came out at 80390 ps. TritonCTS built the clock tree. At the end of routability-driven placement, the weighted congestion stood at 0.996. The synthesized flop and latch total works out to 4112. The CTS log lists the clock sinks for this run as 4112.

The buffers inserted during post-CTS setup optimization is 0, and the yosys stat chip area is 191000 um^2. Entering global routing, the biggest net connects 145 pins. For the combinational gate area, the log shows 64000 um^2.

According to the dpl log, the detail-placed design has an HPWL of 396000 um. The library cell with the largest summed area after synthesis was sky130_fd_sc_hd__edfxtp_1. The floorplan step set the die height to 620 um.

The number of warnings reported in the yosys synthesis log was 1; the number of failing hold endpoints at the final stage was 0. In the synthesized netlist the async set-or-reset flop fraction comes to 0%. Worst hold-check path type: input port to flop.

The synthesized netlist contains 59 unique library cells. After synthesis, flip-flops and latches occupy 64.5% of the total area. After synthesis, the mean cell area works out to 18.9 um^2. Total global-route track usage over all layers is 38.0%. The post-synth count of flops with an enable pin is 4096.

In this run the standard cell core region covers 380000 um^2. Global routing finished with a remaining overflow of 0. Per the layout report, the design carries 27483 filler cells.

The initial antenna violation count is 44. Setup repair after global routing left no endpoint under its margin. Dividing the detail-routed via count by the number of cells gives 6.95.

The via count of the first global-routing pass came out at 122263. In this run, the number of DRC markers left after iteration 0 of detailed routing was 8341. The count of nets left with antenna violations once routing finished came out at 0. The clock H-tree reported by CTS has 5 levels. With the overall power at 3400 uW, the area fraction of the dominant cell type after synthesis is 64.3%. The number of gates given a new drive strength after cts was 0.

Prior to clock tree synthesis, the placed netlist has a worst setup slack of 81330 ps. Before placement the cells fill 50.4% of the core. In this run the worst path has a maximum fanout of 40.

According to the floorplan report, the die width is 620 um. Layout cell share with drive strength beyond 1: 30.4%. The CTS clock-pin slew for the worst setup and hold paths is 60 ps. For the finished layout, the period the worst path requires is 31510 ps. At the worst endpoint, the required time is 89520 ps. The logs give 226 for the count of standard-cell rows and 898000 um for the first-pass GRT wire length. According to the floorplan report, the total die area is 385000 um^2. For the total number of vias, the log shows 110959. Input and output buffers added on the ports amount to 65. The total I/O pin count is 83. Dominant register cell: sky130_fd_sc_hd__edfxtp_1.

The power per cell area was 15.9 nW/um^2; the worst slew margin relative to its limit was 20.1%. With the final clock period utilization by the worst path at 28.2%, the upper clock frequency limit is 31.7 MHz. Per the finish-stage timing summary, setup violations number 0.

The script extracted a total leakage power of 0.0684 uW. Summing all flip-flop and latch instances after layout gives 123000 um^2. Buffers inserted during clock tree synthesis total 434. The maximum vdd ir drop came out at 12.9 uV. Data arrives at the worst endpoint at 9130 ps. The run gives 0 for the hold buffer count at cts. In the final layout, the registers with the most flip-flops are mem x4096.

With the pin slew with the least headroom to its limit at 1190 ps, the routed length per placed instance is 40.2 um. The worst setup path is launched from a flop. The report counts max-capacitance violations totalling 0.

The tools report the endpoint kind of the worst setup timing path as a primary output. The run finished with clean final reports. The register ranked first by flip-flop count is mem. OpenROAD emitted warnings numbering 51.

Final-layout setup total negative slack: 0 ps. The yosys stat cell total was 10119; the iteration count of the initial detailed-routing pass was 6. The total count of max-transition violations in the final report came out at 0.

The area added between synthesis and finish was 11.9%; the largest buffer count on any clock path was 4.
==> where the power goes <==
group	total, uW	internal, uW	switching, uW
logic	283	102	181
clock network	1420	817	601
registers	1700	1700	4.40
total	3400	2620	787
==> critical path: stages, from the launching register on <==
cell,delay (ps)
sky130_fd_sc_hd__dfxtp_4,680
sky130_fd_sc_hd__buf_4,590
sky130_fd_sc_hd__buf_4,600
sky130_fd_sc_hd__buf_4,670
sky130_fd_sc_hd__buf_4,590
sky130_fd_sc_hd__buf_4,690
sky130_fd_sc_hd__buf_4,730
sky130_fd_sc_hd__mux2i_1,160
sky130_fd_sc_hd__o221ai_1,270
sky130_fd_sc_hd__o22ai_1,110
sky130_fd_sc_hd__a2111oi_0,900
sky130_fd_sc_hd__buf_4,250
sky130_fd_sc_hd__o311ai_0,130
sky130_fd_sc_hd__buf_4,230
sky130_fd_sc_hd__nor3_1,660
sky130_fd_sc_hd__clkdlybuf4s50_1,610
==> synth_stat cells (all sizes together) (12+ instances only) <==
master,count
dfxtp,16
a221oi,48
a22oi,119
a2111oi,39
nor2,355
nand2,257
edfxtp,4096
nor4,39
nand3,83
o21ai,74
o221ai,418
o22ai,284
mux4,1688
o311ai,12
a22o,55
nor3,185
nand4,30
clkbuf,383
and3,18
mux2i,1021
and4,12
a21oi,210
a211o,26
o31ai,27
o211ai,59
nor2b,13
a211oi,25
buf,467
==> logic make-up after synthesis <==
kind of cell / after synthesis / synth area share (%)
flip-flops: 4112 / 64.5
multiplexers: 2709 / 25.2
AND-OR/OR-AND: 1414 / 5.40
AND/OR/NAND/NOR: 1028 / 2.43
buffers and inverters: 856 / 2.47
==> routing by layer <==
layer	vias to the layer above	track usage, %	share of wire (%)
li1	44838	-	-
met1	55868	43.2	28
met2	8760	50.4	44
met3	1417	34.5	22
met4	76	15.1	5.3
met5	-	8.84	0.61
==> final cells by class <==
class | instances | area share (%)
Inverter | 6 | 0.0205
Multi-Input combinational cell | 5151 | 29.9
Timing Repair Buffer | 794 | 2.99
Clock inverter | 265 | 1.18
Tap cell | 5016 | 2.93
Clock buffer | 526 | 5.28
Antenna cell | 105 | 0.123
Sequential cell | 4112 | 57.6
==> through the flow <==
stage               cell area, um^2  std cells
global route                 214000      15940
global placement             200000      15079
detailed placement           200000      15079
floorplan                    191000      10119
finish                       214000      15975
CTS                          214000      15870
==> layout by cell type (no fill, tap or decap), types with 103 or more instances in the layout <==
cell / n
sky130_fd_sc_hd__edfxtp_1: 4096
sky130_fd_sc_hd__mux2i_1: 1021
sky130_fd_sc_hd__buf_4: 713
sky130_fd_sc_hd__a21oi_1: 210
sky130_fd_sc_hd__nor2_1: 145
sky130_fd_sc_hd__clkbuf_16: 439
sky130_fd_sc_hd__nand2_1: 254
sky130_fd_sc_hd__nor3_1: 181
sky130_fd_sc_hd__a22oi_1: 119
sky130_fd_sc_hd__clkinv_1: 103
sky130_fd_sc_hd__o221ai_1: 418
sky130_fd_sc_hd__nor2_2: 206
sky130_fd_sc_hd__diode_2: 105
sky130_fd_sc_hd__o22ai_1: 281
sky130_fd_sc_hd__mux4_2: 1688
==> final timing paths <==
check	from	to	slack, ps	depth (start not counted)
worst min-delay path	mem_wdata1[8]	mem[74][8]	21750	1
worst max-delay path	flop	mem_rdata2[13]	80390	15
Power and IR drop assume default switching activity.
